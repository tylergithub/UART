File: flow/config.mk
export PLATFORM = sky130hd
export DESIGN_NAME = UART_TX
export DESIGN_NICKNAME = UART_TX
export VERILOG_FILES = /design/flow/design.v
export SDC_FILE = /design/flow/constraint.sdc
export NUM_CORES = 4
export LEC_CHECK = 1
export CORE_AREA = 10 10 90 90
export DIE_AREA = 0 0 100 100
File: flow/constraint.sdc
current_design UART_TX

set clk_period 2.1
set clk_io_pct 0.2

create_clock -name clk0 -period $clk_period [get_ports {i_Clock}]

set non_clock_inputs [all_inputs -no_clocks]
set_input_delay [expr $clk_period * $clk_io_pct] -clock clk0 $non_clock_inputs
set_output_delay [expr $clk_period * $clk_io_pct] -clock clk0 [all_outputs]
File: flow/design.v
module UART_TX
	#(parameter CLKS_PER_BIT = 217)
	(
		input i_Clock,
		input [7:0] i_TX_Byte,
		input i_TX_DV,
		output reg o_TX_Serial,
		output o_TX_Active,
		output o_TX_Done
		);
	reg [2:0] r_SM_Main = 0;
	reg [7:0] r_Clock_Count = 0;
	reg [2:0] r_Bit_Index = 0;
	reg [7:0] r_TX_Data;  
	reg r_TX_Done = 0; 
	reg r_TX_Active = 0;  
	parameter IDLE			= 3'b000;
	parameter TX_START_BIT 	= 3'b001;
	parameter TX_DATA_BITS 	= 3'b010;
	parameter TX_STOP_BIT 	= 3'b011;
	parameter CLEANUP 		= 3'b100;
	always @ (posedge i_Clock)
	begin
		case (r_SM_Main)
			IDLE :
			begin
				r_Clock_Count <= 0;
				r_Bit_Index <= 0;
				r_TX_Done <= 0;
				r_TX_Active <=0;
				o_TX_Serial <= 1;
				if (i_TX_DV == 1)
				begin
					r_TX_Active <= 1;
					r_SM_Main <= TX_START_BIT;
				end
				else
					r_SM_Main <=IDLE;
			end
			TX_START_BIT :
			begin
				o_TX_Serial <= 0;
				if (r_Clock_Count < CLKS_PER_BIT - 1)
				begin
					r_Clock_Count <= r_Clock_Count + 1;
					r_SM_Main <= TX_START_BIT;
				end
				else
				begin
					r_Clock_Count <= 0;
					r_TX_Data <= i_TX_Byte;
					r_SM_Main <= TX_DATA_BITS;
				end
			end
			TX_DATA_BITS :
			begin
				o_TX_Serial <= r_TX_Data[r_Bit_Index];
				if (r_Clock_Count < CLKS_PER_BIT - 1)
				begin
					r_Clock_Count <= r_Clock_Count + 1;
					r_SM_Main <= TX_DATA_BITS;
				end
				else
				begin
					if (r_Bit_Index < 7)
					begin
						r_Bit_Index <= r_Bit_Index + 1;
						r_Clock_Count <= 0;
						r_SM_Main <= TX_DATA_BITS;
					end
					else
					begin
						r_Clock_Count <= 0;
						r_Bit_Index <= 0;
						r_SM_Main <= TX_STOP_BIT;
					end
				end
			end
			TX_STOP_BIT :
			begin
				o_TX_Serial <= 1;
				if (r_Clock_Count < CLKS_PER_BIT - 1)
				begin
					r_Clock_Count <= r_Clock_Count + 1;
					r_SM_Main <= TX_STOP_BIT;
				end
				else
				begin
					r_TX_Done <= 1;
					r_Clock_Count <= 0;
					r_SM_Main <= CLEANUP;
					r_TX_Active <= 0;
				end
			end
			CLEANUP:
			begin
				r_Bit_Index <= 0;
				r_SM_Main <= IDLE;
			end
			default : 
			r_SM_Main <= IDLE; 
		endcase
	end
	assign o_TX_Done = r_TX_Done;
	assign o_TX_Active = r_TX_Active;
endmodule
File: flow/run.sh
#!/bin/bash
# OpenROAD 26Q1-2900-gdf79404cd8, Yosys 0.63+post, stock flow scripts
make -C /OpenROAD-flow-scripts/flow DESIGN_CONFIG=/design/flow/config.mk WORK_HOME=/design/flow/orfs finish
==> Slide: Implementation Results <==
Run Summary

Outcome
  – Status: finished clean

Global routing
  – GR Layer Usage met1: 0.0614
  – All-Layer GR Usage: 0.0418
  – First-pass GRT wire length: around 3500 um
  – Initial antenna violation count: 0
  – Largest net degree at the start of global routing: 14
  – Vias in the first global route: between 700 and 800
  – Busiest grt layer: met1
  – Gr ovfl total: 0
  – Met3 Use GR: 0.0153
  – Grt met2 use: 0.0587

Worst setup path
  – Max incr delay on CP: approximately 0.53 ns
  – Crit path buffers/inverters: 0
  – R2R depth: 3
  – Critical Path Start: r_Bit_Index[0]
  – Critical Path Start Type: flip-flop
  – Reg2Reg Setup Slack: 0.50 ns
  – Crit path DAT: 1.62 ns
  – Critical path's slowest cell: mux4_2
  – Critical path peak fanout: 7
  – Reg2Reg Launch Point: r_Bit_Index[0]
  – Crit path to: o_TX_Serial
  – Critical-path cell list: mux4_2, nand2b_1, a41o_1
  – Worst Setup End Kind: flip-flop
  – R2r endpoint: o_TX_Serial
  – Cell family with most CP delay: multiplexers
  – Critical setup path kind: flip-flop to flip-flop
  – Required time worst endpoint: 2.12 ns
  – Crit path depth: 3

Flow run
  – Tool warnings: 25
  – Max-Cap Viols: 0

Finish
  – Layout cells sized above 1: 0.0636
  – Area growth from synthesis to layout: 21.3%
  – Logic area: 398 um^2
  – Register area: just over 700 um^2
  – Fill count: 646
  – Final Util: 0.225

Pwr
  – P_leak: a little under 0.5 nW
  – VDD IR max: slightly above 200 uV
  – Final total power: 1.19 mW
  – Pwr Density: 844 nW/um^2

Drt
  – ANT cells: 0
  – Drt pass-1 iters: 4
  – DRC viols: 0
  – Final ANT Viol Nets: 0
  – Vias/cell: 3.96
  – Initial DRC Count: 75
  – Routed len/inst: 10.2 um
  – Vias: 741
  – Detailed Route WL: about 1900 um

STA
  – Hold slack final: between 0.5 and 0.6 ns
  – Fmax: 0.626 GHz
  – Measured slew at the worst slew-check pin: 0.641 ns
  – Fin crit share: 0.761
  – Endpoints failing setup: 0
  – Hold Fails Final Rpt: 0
  – Setup total negative slack: 0 ns
  – Worst Skew: 0.00508 ns
  – RSZ-0062 raised after global routing: no
  – Rel. slew slack: 0.571
  – Slew Viols, Final: 0
  – Min Clock Period, post-route: 1.60 ns

Clock tree
  – Clk root buf: clkbuf_8
  – Count of hold-fix buffers inserted at cts: 0
  – CTS sink count: 25
  – Post-CTS Setup Repair Bufs: 0
  – H-tree Lvls: 1
  – CTS tree: built
  – CTS max path bufs: 2
  – Cts repair resizes: 0
  – TritonCTS buffer count: 3
  – Clk slew on worst S/H paths: 0.08 ns
  – Insertion Delay late pin: ~0.26 ns

Floorplanning
  – Core area: 6280 um^2
  – Chip Footprint: 10,000 um^2
  – Die H: 100 um
  – I/O Pins: 13
  – Chip width: 100 um
  – Fp util: 0.185
  – Std cell rows: 29

Logic synthesis
  – Asr flop ratio synth: 0
  – Yosys warnings: 1
  – Synth cell types: 32
  – Synth Area in Adders: 0.0215
  – Synthesized area per cell: 12.1 um^2
  – Aoi share: 0.0829
  – Yosys stat cell total: 96
  – Main logic family after synthesis: simple AND/OR/NAND/NOR gates
  – Mux cell area share: 0.0366
  – Gate Count Post-Synth: 96
  – Post-synth EDFFs: 22
  – Simple Share, Synth: 0.171
  – Synth Flop Type: edfxtp_1
  – Count leader, synth: edfxtp_1
  – Top cell type's share of synthesized area: 0.568
  – Synthesized area: 1160 um^2
  – Top post-synthesis cells by count: 22 x edfxtp_1, 8 x nand2_1, 7 x a21oi_1, 7 x nor2_1
  – Area reported by Yosys stat: 1160 um^2
  – Top cells by area: edfxtp_1 57%, dfxtp_1 5.2%, a21oi_1 3.0%, nand3_1 2.6%, nand2_1 2.6%
  – Register share after synthesis: 0.620
  – FF+latch count, synth: 25
  – Area fraction in xor and xnor cells: 0.0301
  – Post-synth top area cell: edfxtp_1

Placement
  – Input/output buffers: 12
  – GP Congestion: approximately 0.82
  – DP HPWL: 1420 um

Worst hold path
  – HP Class: flip-flop to flip-flop
-- cells by family (layout without fill, tap and decap cells) --
| group | after synthesis | count (layout) |
|---|---|---|
| compound gates | 15 | 15 |
| simple gates | 38 | 38 |
| xor+xnor | 4 | 4 |
| buf+inv | 9 | 23 |
| fa+ha+maj | 2 | 2 |
| flops | 25 | 25 |
| mux | 3 | 3 |
-- layout make-up --
type,instances,area share
Sequential cell,25,0.511
Timing Repair Buffer,13,0.0905
Tap cell,77,0.0683
Inverter,6,0.0160
Multi-Input combinational cell,62,0.282
Clock buffer,4,0.0319
-- layer usage --
layer  share of wire  vias to the layer above  wire, um
met5               0                        -         0
met4           0.013                        0        24
met3           0.062                        2       118
met2            0.41                       13       794
met1            0.51                      346       979
li1                -                      380         -
-- metrics by stage --
step	cells	instance area (um^2)	worst slack, ns
after floorplan	96	1160	0.249
after global placement	183	1370	0.528
after detailed placement	183	1370	0.508
after CTS	187	1410	0.501
after global routing	187	1410	0.426
final	187	1410	0.503
-- report_power, final --
part / switching (mW) / total [mW] / leakage [nW] / internal [mW]
sequential: 0.0787 / 0.718 / 0.243 / 0.639
clock: 0.139 / 0.274 / 0.0228 / 0.135
combinational: 0.0984 / 0.198 / 0.230 / 0.0991
-- flip-flops by register name, summed over array words and instances (netlist names) --
signal / count
r_Clock_Count: 8
r_TX_Data: 8
r_Bit_Index: 3
r_SM_Main: 3
o_TX_Serial: 1
r_TX_Active: 1
r_TX_Done: 1
-- how the worst min path moves through the flow --
stage,startpoint,to,cells after the start
finish,r_SM_Main[2],r_SM_Main[1],1
global route,r_SM_Main[2],r_SM_Main[1],1
CTS,r_SM_Main[2],r_SM_Main[1],1
-- layout by cell type, fill, tap and decap left out --
cell and count:
clkdlybuf4s50_1 12, a41o_1 1, inv_1 6, and2b_2 1, and2_1 2, o311ai_0 1
clkbuf_8 3, a21o_1 1, nor2_1 7, nand2_1 8, o211ai_1 1, o31ai_1 1
or3_1 3, mux4_2 1, edfxtp_1 22, xnor2_1 1, xor2_1 3, clkbuf_1 1
or4_1 1, ha_1 2, nor4_1 1, and3_1 2, mux2i_1 2, or2_2 1
nand3b_1 1, o21ai_0 2, buf_4 1, nand3_1 6, a21oi_1 7, nand2b_1 2
nand4_1 2, o211a_1 1, dfxtp_1 3, nor3b_1 1
Power is estimated from default activity; no workload was simulated.
