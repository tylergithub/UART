==> flow/design.v <==
module Display_7_Seg (
	input [3:0] i_binary,
	output o_Seg_a,
	output o_Seg_b,
	output o_Seg_c,
	output o_Seg_d,
	output o_Seg_e,
	output o_Seg_f,
	output o_Seg_g);
	reg [6:0] r_Hex_Encoding = 7'h00;
	always @ (i_binary)
	begin
		case (i_binary)
		4'b0000:  
		r_Hex_Encoding = 7'h7E;
		4'b0001: 
		r_Hex_Encoding = 7'h30;
		4'b0010: 
		r_Hex_Encoding = 7'h6D;
		4'b0011: 
		r_Hex_Encoding = 7'h79;
		4'b0100: 
		r_Hex_Encoding = 7'h33;
		4'b0101: 
		r_Hex_Encoding = 7'h5B;
		4'b0110: 
		r_Hex_Encoding = 7'h5F;
		4'b0111: 
		r_Hex_Encoding = 7'h70;
		4'b1000: 
		r_Hex_Encoding = 7'h7F;
		4'b1001: 
		r_Hex_Encoding = 7'h7B;
		4'b1010: 
		r_Hex_Encoding = 7'h77;
		4'b1011: 
		r_Hex_Encoding = 7'h1F;
		4'b1100: 
		r_Hex_Encoding = 7'h4E;
		4'b1101: 
		r_Hex_Encoding = 7'h3D;
		4'b1110: 
		r_Hex_Encoding = 7'h4F;
		4'b1111: 
		r_Hex_Encoding = 7'h47;
		default:
		r_Hex_Encoding = 7'h7E;
		endcase
	end
	assign o_Seg_a = r_Hex_Encoding[6];
	assign o_Seg_b = r_Hex_Encoding[5];
	assign o_Seg_c = r_Hex_Encoding[4];
	assign o_Seg_d = r_Hex_Encoding[3];
	assign o_Seg_e = r_Hex_Encoding[2];
	assign o_Seg_f = r_Hex_Encoding[1];
	assign o_Seg_g = r_Hex_Encoding[0];
endmodule
module UART_RX
	#(parameter CLKS_PER_BIT = 217)
	(
		input i_Clock,
		input i_RX_Serial,
		output o_RX_DV,
		output [7:0] o_RX_Byte
		);
	parameter IDLE 			= 3'b000;
	parameter RX_START_BIT 	= 3'b001;
	parameter RX_DATA_BITS 	= 3'b010;
	parameter RX_STOP_BIT 	= 3'b011;
	parameter CLEANUP 		= 3'b100;
	reg [7:0] r_Clock_Count = 0;
	reg [2:0] r_Bit_Index = 0;
	reg [7:0] r_RX_Byte = 0;
	reg [2:0] r_SM_Main = 0;
	reg r_RX_DV = 0;
	always @ (posedge i_Clock)
	begin
		case (r_SM_Main)
			IDLE :
			begin
				r_Clock_Count <= 0;
				r_Bit_Index <= 0;
				r_RX_DV <= 0;
				if (i_RX_Serial == 0)
					r_SM_Main <= RX_START_BIT;
				else
					r_SM_Main <= IDLE;
			end
			RX_START_BIT :
			begin
				if (r_Clock_Count < (CLKS_PER_BIT - 1) / 2)
					begin
						r_Clock_Count <= r_Clock_Count + 1;
						r_SM_Main <= RX_START_BIT;
					end
				else
					begin
						if (i_RX_Serial == 0)
							begin
								r_Clock_Count <= 0;
								r_SM_Main <= RX_DATA_BITS;
							end
						else
							r_SM_Main <= IDLE;
					end
			end
			RX_DATA_BITS :
			begin
				if (r_Clock_Count < CLKS_PER_BIT - 1)
					begin
						r_Clock_Count <= r_Clock_Count + 1;
						r_SM_Main <= RX_DATA_BITS;
					end
				else
					begin
						r_RX_Byte[r_Bit_Index] <= i_RX_Serial;
						r_Clock_Count <=0;
						if (r_Bit_Index < 7)
							begin
								r_Bit_Index <= r_Bit_Index + 1;
								r_SM_Main <= RX_DATA_BITS;
							end
						else
							begin
								r_Bit_Index <= 0;
								r_SM_Main <= RX_STOP_BIT;
							end
					end
			end
			RX_STOP_BIT :
			begin
				if (r_Clock_Count < CLKS_PER_BIT - 1)
				begin
					r_Clock_Count <= r_Clock_Count + 1;
					r_SM_Main <= RX_STOP_BIT;
				end
				else
				begin
					r_Clock_Count <= 0;
					r_RX_DV <= 1;
					r_SM_Main <=CLEANUP;
				end
			end
			CLEANUP :
			begin
				r_SM_Main <= IDLE;
			end
		endcase
	end
	assign o_RX_DV = r_RX_DV;
	assign o_RX_Byte = r_RX_Byte;
endmodule
module UART_RX_7Seg_top
	(
		input i_UART_RX,
		input i_Clk,
		output o_Segment1_A,
		output o_Segment1_B,
    	output o_Segment1_C,
    	output o_Segment1_D,
    	output o_Segment1_E,
    	output o_Segment1_F,
    	output o_Segment1_G,
    	output o_Segment2_A,
    	output o_Segment2_B,
    	output o_Segment2_C,
    	output o_Segment2_D,
    	output o_Segment2_E,
    	output o_Segment2_F,
    	output o_Segment2_G);
	wire w_Seg1_A, w_Seg2_A;
	wire w_Seg1_B, w_Seg2_B;
	wire w_Seg1_C, w_Seg2_C;
	wire w_Seg1_D, w_Seg2_D;
	wire w_Seg1_E, w_Seg2_E;
	wire w_Seg1_F, w_Seg2_F;
	wire w_Seg1_G, w_Seg2_G;
	wire w_RX_DV;
	wire [7:0] w_RX_Byte;
	UART_RX #(.CLKS_PER_BIT(217)) uart_inst (
		.i_Clock    (i_Clk),
		.i_RX_Serial(i_UART_RX),
		.o_RX_DV    (w_RX_DV),
		.o_RX_Byte  (w_RX_Byte));
	Display_7_Seg seg_1_inst (
		.i_binary(w_RX_Byte[7:4]),
		.o_Seg_a (w_Seg1_A),
		.o_Seg_b (w_Seg1_B),
		.o_Seg_c (w_Seg1_C),
		.o_Seg_d (w_Seg1_D),
		.o_Seg_e (w_Seg1_E),
		.o_Seg_f (w_Seg1_F),
		.o_Seg_g (w_Seg1_G));
	Display_7_Seg seg_2_inst (
		.i_binary(w_RX_Byte[3:0]),
		.o_Seg_a (w_Seg2_A),
		.o_Seg_b (w_Seg2_B),
		.o_Seg_c (w_Seg2_C),
		.o_Seg_d (w_Seg2_D),
		.o_Seg_e (w_Seg2_E),
		.o_Seg_f (w_Seg2_F),
		.o_Seg_g (w_Seg2_G));
	assign o_Segment1_A = ~w_Seg1_A;
	assign o_Segment1_B = ~w_Seg1_B;
	assign o_Segment1_C = ~w_Seg1_C;
	assign o_Segment1_D = ~w_Seg1_D;
	assign o_Segment1_E = ~w_Seg1_E;
	assign o_Segment1_F = ~w_Seg1_F;
	assign o_Segment1_G = ~w_Seg1_G;
	assign o_Segment2_A = ~w_Seg2_A;
	assign o_Segment2_B = ~w_Seg2_B;
	assign o_Segment2_C = ~w_Seg2_C;
	assign o_Segment2_D = ~w_Seg2_D;
	assign o_Segment2_E = ~w_Seg2_E;
	assign o_Segment2_F = ~w_Seg2_F;
	assign o_Segment2_G = ~w_Seg2_G;
endmodule
==> flow/run.sh <==
#!/bin/bash
# OpenROAD 26Q1-2900-gdf79404cd8, Yosys 0.63+post, stock flow scripts
make -C /OpenROAD-flow-scripts/flow DESIGN_CONFIG=/design/flow/config.mk WORK_HOME=/design/flow/orfs finish
==> flow/config.mk <==
export PLATFORM = sky130hd
export DESIGN_NAME = UART_RX_7Seg_top
export DESIGN_NICKNAME = UART_RX_7Seg_top
export VERILOG_FILES = /design/flow/design.v
export SDC_FILE = /design/flow/constraint.sdc
export NUM_CORES = 4
export LEC_CHECK = 1
export CORE_AREA = 10 10 114 114
export DIE_AREA = 0 0 124 124
==> flow/constraint.sdc <==
current_design UART_RX_7Seg_top

set clk_period 2.5
set clk_io_pct 0.2

create_clock -name clk0 -period $clk_period [get_ports {i_Clk}]

set non_clock_inputs [all_inputs -no_clocks]
set_input_delay [expr $clk_period * $clk_io_pct] -clock clk0 $non_clock_inputs
set_output_delay [expr $clk_period * $clk_io_pct] -clock clk0 [all_outputs]
==> changes_impl.md <==
### Implementation results

- Post-route ant nets: 0
- Req. time, crit path: 2.00 ns
- Adder Share, Synth: 0.111
- Total global-route track usage: 0.0381
- Initial Util: 0.163
- Fmax: 411 MHz
- Initial antenna violation count: 0
- MI comb area: 982 µm²
- PortBufs: 15
- R2R Setup Slk: 0.59 ns
- Die height: 124 µm
- Area leader, netlist: edfxtp_1
- Crit path kind: flop to primary output
- Setup ws final: 0.0657 ns
- Critical Path Fanout Max: 5
- Flop area: 661 µm²
- Hold Path End: uart_inst.r_Clock_Count[0]$_DFFE_PP_
- DR iter-0 viols: 55
- Critical path arrival: 1.93 ns
- Layout cells sized above 1: 0.126
- R2R depth: 5
- Pwr Density: 409 mW/mm²
- Worst Hold Class: flop to flop
- HPWL after DPL: 2.25 mm
- Die X: 124 µm
- Max Slew Vio Count: 0
- Slew @ Worst Pin: 0.506 ns
- Clk slew on worst S/H paths: 0.08 ns
- Pleak: 0.761 nW
- Detailed-route wire length per cell: 9.13 µm
- Detailed Routing Iterations Pass 1: 4
- Htree depth: 1
- Layout Skew: 0.00457 ns
- Worst vdd ir: 0.174 mV
- Routed WL: 3.06 mm
- Synth cell types: 37
- Synth Area in Compound Gates: 0.149
- I/O Pins: 16
- Synth-to-Final Area Change: 24.4%
- DRC Markers: 0
- Root buffer cell: clkbuf_8
- Critical Path Sink Type: primary output
- Clk buf depth: 2
- Ys cells: 180
- Xor+xnor area frac: 0.0509
- Final tally of setup violations: 0
- R2r startpoint: uart_inst.r_Bit_Index[0]$_SDFFCE_PP0P_
- Chip area line of the yosys report: 0.00170 mm²
- Main synth FF type: edfxtp_1
- Vias in the first global route: 1128
- Simple share: 0.201
- Top-area cell share: 0.390
- Largest net degree at the start of global routing: 16
- Yosys reg bits: 22
- Global-route wire length before repair: 4.95 mm
- Max_slew headroom: 0.663
- CTS tree: done
- Flip-flops with a built-in enable: 22
- Grt ovf: 0
- Fin. Hold Viols: 0
- Count of filler cells inserted in the layout: 1118
- Syn Inst Count: 180
- Hold depth: 1
- Cell count after placement: 325
- TritonCTS Buffers: 3
- Post-Layout Cell Count: 335
- Post-route design area: 0.00211 mm²
- Max cap viols: 0
- Total number of vias: 1311
- Die area: 0.0154 mm²
- Synth warn: 2
- RSZ-0062 raised after global routing: true
- Tool Warnings: 37
- Design Power: 0.864 mW
- Syn Area/Cell: 9.42 µm²
- Placed instance area: 0.00200 mm²
- Status: completed
- Setup crit start kind: flop
- Mux cell area share after synthesis: 0.0576
- Asr flop ratio synth: 0
- Seq share, synth: 0.390
- Commonest non-fill, non-tap cells in the layout: nand2_1 (22), edfxtp_1 (22), nor2_1 (17)
- Routed vias/inst: 3.91
- Latency at later pin: 0.26 ns
- Post-synthesis cell area: 0.00170 mm²
- Min-delay src: uart_inst.r_Clock_Count[0]$_DFFE_PP_
- Period utilization: 0.974
- Row count: 37
- Core area: 0.0104 mm²
- Setup WS pre-CTS: 0.254 ns
- Clk sinks: 22
- Top cells by area: edfxtp_1 (39%), ha_1 (11%), nand2_1 (4.9%), o21ai_0 (4.4%), nor2_1 (3.8%)
- ANT cells: 0
- Crit path time final: 2.43 ns
- WHS: 0.607 ns
- Main kind of combinational logic by area: simple AND/OR/NAND/NOR gates
- Gpl congestion: 0.800
- FF-to-FF End: uart_inst.r_RX_Byte[6]$_DFFE_PP_
worst max path at each step:
stage / slack, ns / end / cells past startpoint / start
after CTS: 0.02 / o_Segment1_D / 5 / uart_inst.r_RX_Byte[5]$_DFFE_PP_
after global routing: -0.009 / o_Segment1_D / 4 / uart_inst.r_RX_Byte[5]$_DFFE_PP_
final: 0.07 / o_Segment1_D / 4 / uart_inst.r_RX_Byte[5]$_DFFE_PP_
through the flow:
| step | setup TNS (ns) | util |
|---|---|---|
| final | 0 | 0.203 |
| after global placement | 0 | 0.192 |
| after detailed placement | 0 | 0.192 |
| after floorplan | 0 | - |
| after CTS | 0 | 0.199 |
| after global routing | -0.00985 | 0.203 |
final cells by class:
type,count,area share
multi-input cells,140,0.466
well taps,136,0.0807
repair buffers,24,0.103
flip-flops and latches,22,0.313
inverters,10,0.0178
clock buffers,3,0.0196
power by group:
group | total (mW) | switching (mW) | internal (mW)
clock network | 0.217 | 0.110 | 0.107
registers | 0.511 | 0.0475 | 0.463
logic | 0.136 | 0.0696 | 0.0660
total | 0.864 | 0.227 | 0.637
sequential cells by signal (all words and copies together) (netlist names):
signal,count
uart_inst.r_RX_Byte,8
uart_inst.r_Clock_Count,8
uart_inst.r_SM_Main,3
uart_inst.r_Bit_Index,3
metal layers:
metal / up-vias / track usage / wire [µm]
li1: 690 / - / -
met1: 590 / 0.0515 / 1460
met2: 29 / 0.0606 / 1290
met3: 2 / 0.0133 / 290
met4: 0 / 0.00288 / 15
met5: - / 0 / 0
kinds of logic (layout without fill, tap and decap cells):
family | count (synthesis) | after routing
XOR/XNOR | 9 | 9
AND/OR/NAND/NOR | 72 | 72
AND-OR/OR-AND | 36 | 36
adder cells (fa/ha/maj) | 15 | 15
buffers and inverters | 18 | 37
multiplexers | 8 | 8
flip-flops | 22 | 22
synthesized netlist by cell type, types with 5 or more instances:
master / count
clkbuf_1: 6
edfxtp_1: 22
ha_1: 15
inv_1: 10
nand2_1: 22
nand2b_1: 6
nand3_1: 8
nor2_1: 17
nor3_1: 9
o21ai_0: 15
xnor2_1: 5
repair_timing:
action                                  4_1_cts  5_1_grt
endpoints found under the setup margin        2        5
buffers inserted                              5        2
resized                                       0        6
hold buffers                                  0        0
critical path, stage by stage, from the launching register on:
cell and delay (ns):
edfxtp_1 0.46, buf_4 0.17, ha_2 0.18, mux4_2 0.45, clkdlybuf4s50_1 0.42
No activity file was given, so power comes from the tool's default toggle rates.
